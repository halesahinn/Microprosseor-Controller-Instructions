==> design.v <==
module alu32(sum,a,b,sham,zout,nout,gin); 
output [31:0] sum;
input [31:0] a,b; 
input [2:0] gin; 
input [4:0] sham;
reg [31:0] sum;
reg [31:0] sub;
reg [31:0] less;
wire [4:0]  sham;
output zout,nout;
reg zout,nout;
always @(a or b or sham or gin)
begin
	case(gin)
	3'b010: sum=a+b; 		 
	3'b110: begin sub=a+1+(~b);	 
                if (sub[31]) sum=0;      
                else sum=1;
                end
        3'b011: sum=((a&(~b)) | ((~a)&b));    
	3'b111: begin less=a+1+(~b);	 
			if (less[31]) sum=1;	
			else sum=0;
		  end
	3'b000: sum=a & b;	 
	3'b001: sum=a|b;		 
        3'b100: sum=b>>sham;         
	default: sum=31'bx;	
	endcase
zout=~(|sum);
nout=~(|sum);
end
endmodule
==> run.sh <==
#!/bin/bash
# OpenROAD 26Q1-2900-gdf79404cd8, Yosys 0.63+post, stock flow scripts
make -C /OpenROAD-flow-scripts/flow DESIGN_CONFIG=/design/flow/config.mk WORK_HOME=/design/flow/orfs finish
==> config.mk <==
export PLATFORM = sky130hd
export DESIGN_NAME = alu32
export DESIGN_NICKNAME = alu32
export VERILOG_FILES = /design/flow/design.v
export SDC_FILE = /design/flow/constraint.sdc
export NUM_CORES = 4
export LEC_CHECK = 1
export CORE_UTILIZATION = 30
==> constraint.sdc <==
current_design alu32

set clk_period 15.3
set clk_io_pct 0.2

create_clock -name clk0 -period $clk_period

set non_clock_inputs [all_inputs -no_clocks]
set_input_delay [expr $clk_period * $clk_io_pct] -clock clk0 $non_clock_inputs
set_output_delay [expr $clk_period * $clk_io_pct] -clock clk0 [all_outputs]
==> flow.log <==
[flow] summary of implementation run
[metrics] status: finished, final reports clean
[metrics] Post-Place Cell Area: roughly 0.0075 sq mm
[metrics] vias post-DR: between 7000 and 8000
[metrics] netlist area before placement: roughly 0.0063 sq mm
[metrics] worst min-delay path class: in2out
[metrics] height of the die: 147.2 um
[metrics] number of sequential cells: 0
[metrics] count of routing violations after the opening detailed-route iteration: slightly below 800
[metrics] peak ir drop on the vdd network: 0.00001010 V
[metrics] total chip power: about 270 uW
[metrics] number of instances on the worst hold path: 4
[metrics] gate count after technology mapping: 928
[metrics] Yosys Warn Count: 1
[metrics] via count of the first global-routing pass: about 6800
[metrics] required time worst endpoint: ~12000 ps
[metrics] CTS hold repair buffers: 0
[metrics] ratio of final minimum period to clock period: 0.7370
[metrics] tally of OpenROAD warnings: 95
[metrics] part of the Yosys area used for sequential elements: 0
[metrics] Setup Buffers After CTS: 0
[metrics] number of top-level design ports: about 110
[metrics] slew at the pin closest to its max-slew limit: just under 1000 ps
[metrics] ao+oa area frac: 0.3209
[metrics] dominant logic cell types in the final layout: 103 x sky130_fd_sc_hd__clkdlybuf4s50_1, 95 x sky130_fd_sc_hd__a21oi_1, 95 x sky130_fd_sc_hd__ha_1, 85 x sky130_fd_sc_hd__nor2_1, 83 x sky130_fd_sc_hd__inv_1
[metrics] number of remaining DRC errors: 0
[metrics] area of the multi-input gates: 0.005677 sq mm
[metrics] Die Span X: ~150 um
[metrics] fp util: 0.3098
[metrics] footprint of the flip-flops and latches: 0 sq um
[metrics] Tmin final: about 11000 ps
[metrics] leading cell type in the layout, fill and taps excluded: sky130_fd_sc_hd__clkdlybuf4s50_1
[metrics] setup TNS: 0 ps
[metrics] count of input and output buffers: 106
[metrics] final-report max-slew violation count: 0
[metrics] Tot GR Track Use: 0.2431
[metrics] arrival time of data at the critical path endpoint: 8220 ps
[metrics] tally of nets with antenna violations remaining after routing: 0
[metrics] endpoint class of the critical path: output port
[metrics] Achievable Freq: between 80 and 90 MHz
[metrics] antenna diode instance count: 0
[metrics] cell total after placement: approximately 1200
[metrics] synthesis-to-layout area growth: 18.27%
[metrics] final hold violation count: 0
[metrics] ys cells: 928
[metrics] placeable core region: between 0.02 and 0.025 sq mm
[metrics] global placer's final weighted congestion: between 1 and 1.5
[metrics] global routing usage on met1: 0.3582
[metrics] most used routing layer in global routing: met2
[metrics] nature of the critical path startpoint: input port
[metrics] largest net degree at the start of global routing: 62
[metrics] crit path from: b[12]
[metrics] area of the chip: roughly 0.022 sq mm
[metrics] multiplexer share of the synthesized area: 0.1402
[metrics] power per standard cell area: 36.00 mW/mm^2
[metrics] Worst Path Class, Setup: in2out
[metrics] GRT overflow: 0
[metrics] number of setup violations in the final report: 0
[metrics] half-perimeter wire length after detailed placement: ~21000 um
[metrics] parity-gate share of the synthesized area counting xor and xnor cells: 0.02491
[metrics] area share of fa/ha/maj cells after synthesis: 0.1910
[metrics] share of post-route cells with drive strength above 1: 0.06148
[metrics] Rows: around 52
[metrics] simple share: 0.2200
[metrics] yosys stat chip area: approximately 0.0063 sq mm
[metrics] count of max-cap constraint violations: 0
[metrics] Worst Min Path Start: sham[4]
[metrics] routed length per instance: ~21 um
[metrics] DRT Pass-1 Iters: 5
[metrics] initial antenna violation count: 0
[metrics] cts repair resizes: 0
[metrics] Layout Cells excl Fill: 1246
[metrics] total length of routed wires: between 20000 and 30000 um
[metrics] average size of a mapped cell: approximately 6.8 sq um
[metrics] area of all placed cells without fillers: 0.007485 sq mm
[metrics] largest driver fanout on the critical path: 9
[metrics] fillers: about 2200
[metrics] tightest slew margin relative to the limit: 0.3470
[metrics] global-route wire length before repair: ~40000 um
[metrics] distinct lib cells: roughly 77
[metrics] final standard cell utilization of the core: 0.3664
[metrics] Lkg Pwr: roughly 0.0032 uW
[metrics] top comb family, area: AND-OR/OR-AND gates
[metrics] Layout clock buffers: 0
[metrics] GR Util met2: 0.3752
[metrics] setup repair after global routing missed its margin: false
[metrics] met3 global-route usage: 0.03645
[metrics] drt via density: approximately 5.9
[Yosys cell counts, types with 7 or more instances]
cell	number	area, sq um
sky130_fd_sc_hd__nor2b_1	12	75.07
sky130_fd_sc_hd__nor2_1	85	319.1
sky130_fd_sc_hd__nand2b_1	19	118.9
sky130_fd_sc_hd__nand4_1	8	50.05
sky130_fd_sc_hd__ha_1	95	1189
sky130_fd_sc_hd__o221ai_1	7	61.31
sky130_fd_sc_hd__xnor2_1	13	113.9
sky130_fd_sc_hd__nand2_1	72	270.3
sky130_fd_sc_hd__a21o_1	16	120.1
sky130_fd_sc_hd__clkbuf_1	48	180.2
sky130_fd_sc_hd__mux2i_1	35	350.3
sky130_fd_sc_hd__or3_1	7	43.79
sky130_fd_sc_hd__o211ai_1	13	97.59
sky130_fd_sc_hd__nand3_1	24	120.1
sky130_fd_sc_hd__a211oi_1	27	202.7
sky130_fd_sc_hd__buf_1	7	26.28
sky130_fd_sc_hd__mux4_2	13	292.8
sky130_fd_sc_hd__a21oi_1	95	475.5
sky130_fd_sc_hd__and2_1	9	56.30
sky130_fd_sc_hd__a31oi_1	8	50.05
sky130_fd_sc_hd__nor4_1	10	62.56
sky130_fd_sc_hd__nor3_1	16	80.08
sky130_fd_sc_hd__mux2_2	15	168.9
sky130_fd_sc_hd__o22ai_1	17	106.4
sky130_fd_sc_hd__o21ai_0	45	225.2
sky130_fd_sc_hd__a211o_1	9	78.83
sky130_fd_sc_hd__inv_1	83	311.6
sky130_fd_sc_hd__buf_2	8	40.04
[final cells by class]
class,count,area share
well taps,270,0.04514
multi-input cells,771,0.7584
inverters,85,0.04263
repair buffers,120,0.1538
[kinds of logic (layout without fill, tap and decap cells)]
logic type               after synthesis  after routing
AND-OR/OR-AND                        304            304
adder cells (fa/ha/maj)               96             96
buffers and inverters                157            205
XOR/XNOR                              18             18
multiplexers                          66             66
AND/OR/NAND/NOR                      287            287
[power by group]
part           internal, uW  switching (uW)  total, uW  leakage [uW]
clock network             0               0          0             0
logic                   113             157        269       0.00322
registers                 0               0          0             0
[through the flow]
step | hold slack (ps) | setup WS, ps
finish | 7471 | 4023
global route | 7480 | 3784
CTS | 7424 | 4131
detailed placement | 7421 | 4168
global placement | 7431 | 4133
floorplan | 6323 | 5838
[critical path, cell delays in order]
cell and delay, ps:
sky130_fd_sc_hd__clkdlybuf4s50_1 660, sky130_fd_sc_hd__inv_1 190, sky130_fd_sc_hd__ha_1 520, sky130_fd_sc_hd__a21o_1 210
sky130_fd_sc_hd__a21oi_1 90, sky130_fd_sc_hd__nor2_1 220, sky130_fd_sc_hd__o2111ai_1 220, sky130_fd_sc_hd__a2111oi_0 790
sky130_fd_sc_hd__buf_4 240, sky130_fd_sc_hd__nor2_1 60, sky130_fd_sc_hd__o21ai_0 220, sky130_fd_sc_hd__xor2_1 120
sky130_fd_sc_hd__a221o_1 360, sky130_fd_sc_hd__or4b_1 560, sky130_fd_sc_hd__nor4_2 190, sky130_fd_sc_hd__clkdlybuf4s50_1 510
[final timing paths]
check  slack, ps     end
max         4020    nout
min         7470  sum[1]
[per-layer routing]
layer,up-vias,part of all wire
met2,381,0.44
li1,3497,-
met1,3413,0.45
met3,57,0.087
met5,-,0
met4,0,0.027
Power figures rest on the tool's default switching activity, not on a simulated workload.
